==> /design/flow/design.v <==
`timescale 1ns / 1ps
module clock_divider(
    input clk,
    input rst,
    output reg clk_div
    );
reg [31:0] count;
localparam freq_val = 2;
always @(posedge(clk) or negedge(rst))
begin
	if(!rst)
	begin
		count <= 0;
		clk_div <= 0;
	end
	else if(count == (freq_val-1))
	begin
		count <= 0;
		clk_div <= ~clk_div;
	end
	else
		count <= count + 1;
end
endmodule
`timescale 1ns / 1ps
module counter(
    input clk,
    input rst,
	 input up_down,
    output reg [3:0] count
    );
clock_divider my_clk_div (
	.clk(clk),
	.rst(rst),
	.clk_div(clock_divider)
);
always @(posedge(clock_divider), negedge(rst))
	begin
		if(!rst)
			count <= 0;
		else if(up_down == 1)
			count <= count + 1;
		else if(up_down == 0)
			count <= count - 1;
	end
endmodule
==> /design/flow/run.sh <==
#!/bin/bash
# OpenROAD 26Q1-2900-gdf79404cd8, Yosys 0.63+post, stock flow scripts
make -C /OpenROAD-flow-scripts/flow DESIGN_CONFIG=/design/flow/config.mk WORK_HOME=/design/flow/orfs finish
==> /design/flow/config.mk <==
export PLATFORM = sky130hd
export DESIGN_NAME = counter
export DESIGN_NICKNAME = counter
export VERILOG_FILES = /design/flow/design.v
export SDC_FILE = /design/flow/constraint.sdc
export NUM_CORES = 4
export LEC_CHECK = 1
export CORE_AREA = 10 10 107 107
export DIE_AREA = 0 0 117 117
==> /design/flow/constraint.sdc <==
current_design counter

set clk_period 5.4
set clk_io_pct 0.2

create_clock -name clk0 -period $clk_period [get_ports {clk}]

set non_clock_inputs [all_inputs -no_clocks]
set_input_delay [expr $clk_period * $clk_io_pct] -clock clk0 $non_clock_inputs
set_output_delay [expr $clk_period * $clk_io_pct] -clock clk0 [all_outputs]
==> run summary <==
Remaining routing DRC violations: 0
Iteration tally of the first detailed-router pass: 4
Nature of the critical path startpoint: flip-flop
Mapped Area: 0.00171 mm^2
Initial antenna violation count: 0
Post-Syn Instances: 143
Clock Skew: 0.00356 ns
CTS hold repair buffers: 0
Post-route minimum period: 1.60 ns
YS warnings: 3
Arr. time, crit path: 1.81 ns
Log Warnings: 26
Latency at later pin: 0.28 ns
Vias in the first global route: 1136
Outcome: completed
Synth flops: 37
Power density over the cells: 221 mW/mm^2
CP max stage delay: 0.40 ns
Predominant post-synthesis flop cell: dfrtp_1
Drt wl/cell: 10.4 um
Worst VDD drop: 0.0000603 V
DR vias: 1065
Die ar.: 0.0137 mm^2
Count of unclocked register or latch pins: 4
Setup Crit Path Kind: flip-flop to flip-flop
Post-synth top cells: dfrtp_1 (37), xnor2_1 (27), nand2_1 (12)
Largest net degree at the start of global routing: 38
Antenna Diode Count: 0
Type of the worst min-delay path: flip-flop to flip-flop
Setup TNS: 0 ns
CTS tree: built
Routability congestion estimate: 0.783
Place WS: 3.51 ns
Post-CTS Setup Bufs: 0
Hold Fails Final Rpt: 0
Top-count cell post-synth: dfrtp_1
Die Y: 117 um
Num CTS Buffers: 5
Final worst setup slack: 3.80 ns
Worst-Margin Slew: 0.456 ns
Core ar.: 0.00920 mm^2
Core Density at Floorplan: 18.6%
Global-route wire length before repair: 5290 um
Number of cells in Yosys stat: 143
Port bufs: 6
Crit end category: flip-flop
Fmax: 626 MHz
Endpoints left unconstrained: 8
1st-iter DRT viols: 37
Max-cap violations: 0
Fin. max-slew vios: 0
Number of enable flip-flop cells: 0
Remaining Overflow, GRT: 0
Top cells by area: dfrtp_1 (54%), xnor2_1 (14%), xor2_1 (3.6%), nand3_1 (3.2%), ha_1 (2.9%)
Post-Route WL: 2800 um
Endpoints failing setup: 0
Area leader share: 54.2%
Unrepaired setup endpoints after global routing: no
Cell taking the most area after synthesis: dfrtp_1
LEAKAGE: 0.902 nW
Area grow syn2layout: 17.1%
Fill cells: 986
Worst-path fanout max: 4
DR vias/cell: 3.97
Final Cycle Share: 29.6%
Syn_area_per_cell: 12.0 um^2
Die W: 117 um
CTS HTree Levels: 2
Ports: 7
DP HPWL: 1990 um
Crit-path leading delay family: simple AND/OR/NAND/NOR gates
Layout cells sized above 1: 10.2%
Root Driver: clkbuf_8
Sequential area share after synthesis: 54.2%
Worst path required time: 5.61 ns
All-Layer GR Usage: 4.58%
Crit path max-delay cell type: dfrtp_1
Async SR Flop Fraction: 100%
Slew headroom: 69.6%
Crit path buffers/inverters: 1
Clk slew on worst S/H paths: 0.06 ns
Max clock buf depth: 2
Antenna-violating nets left: 0
Netlist cell types: 23
Worst-path cell chain: inv_1 -> ha_1 -> nor4b_1 -> nand4_1 -> nor2_1 -> xor2_1
Cell Rows: 35
Yosys chip area: 0.00171 mm^2
Cts repair resizes: 0
-- flip-flops by register name (all words and copies together) (netlist names) --
name	flops
count	4
my_clk_div.count	32
my_clk_div.clk_div	1
-- report_power, final --
| group | leakage (nW) | switching [mW] | internal, mW |
|---|---|---|---|
| Combinational | 0.347 | 0.00702 | 0.00345 |
| Sequential | 0.511 | 0 | 0.247 |
| Clock | 0.0443 | 0.0841 | 0.101 |
| Total | 0.902 | 0.0911 | 0.352 |
-- worst paths after layout --
check,startpoint,endpoint,slack [ns],cells past startpoint
setup / recovery,my_clk_div.count[1],my_clk_div.clk_div,3.80,6
hold / removal,my_clk_div.count[31],my_clk_div.count[31],0.48,1
setup reg to reg,my_clk_div.count[1],my_clk_div.clk_div,3.80,6
hold reg to reg,my_clk_div.count[31],my_clk_div.count[31],0.48,1
max in group asynchronous,rst,my_clk_div.count[23],3.85,2
min in group asynchronous,rst,my_clk_div.count[20],1.23,2
-- through the flow --
stage / area, um^2 / utilization (%) / cells / power, mW / hold slack (ns)
2_1_floorplan: 1710 / - / 143 / 0.255 / 0.447
4_1_cts: 2000 / 21.8 / 268 / 0.449 / 0.482
3_5_place_dp: 1920 / 20.8 / 261 / 0.263 / 0.473
5_1_grt: 2000 / 21.8 / 268 / 0.461 / 0.498
3_3_place_gp: 1920 / 20.8 / 261 / 0.263 / 0.466
6_report: 2000 / 21.8 / 268 / 0.443 / 0.481
-- cell families (layout without fill, tap and decap cells) --
family	after synthesis	after routing	synth area share, %
AND/OR/NAND/NOR	62	62	22.9
XOR/XNOR	34	34	17.4
adder cells (fa/ha/maj)	5	5	4.10
AND-OR/OR-AND	2	2	0.732
flip-flops	37	37	54.2
buffers and inverters	3	17	0.659
-- layout make-up --
cell class / count / area (um^2) / share of cell area (%)
inverters: 3 / 11.3 / 0.563
repair buffers: 7 / 67.6 / 3.38
clock buffers: 7 / 86.3 / 4.31
flip-flops and latches: 37 / 926 / 46.3
multi-input cells: 103 / 772 / 38.6
well taps: 111 / 139 / 6.94
-- layout by cell type (no fill, tap or decap) --
cell	instances
buf_4	1
a21o_1	1
nor4_1	6
clkbuf_1	1
and4_4	2
and2_1	2
nand3_2	1
clkbuf_8	6
nand3_1	11
inv_1	3
and4_1	2
nand4_1	7
xnor2_1	27
nor2_2	2
and3_1	2
nand2_1	12
clkdlybuf4s50_1	6
fa_1	1
nor3_4	2
nor3_1	1
nor2_1	9
nand4_4	2
ha_1	4
dfrtp_1	37
a21oi_1	1
nor4b_1	1
xor2_1	7
-- layer usage --
| metal | global-route usage (%) | wire [um] | part of all wire, % |
|---|---|---|---|
| met3 | 0.980 | 127 | 4.5 |
| met2 | 6.90 | 1200 | 43 |
| met4 | 0.824 | 70 | 2.5 |
| met1 | 6.73 | 1400 | 50 |
| met5 | 0 | 0 | 0 |
Power and IR drop assume default switching activity.
